==> ./run.sh <==
#!/bin/bash
# OpenROAD 26Q1-2900-gdf79404cd8, Yosys 0.63+post, stock flow scripts
make -C /OpenROAD-flow-scripts/flow DESIGN_CONFIG=/design/flow/config.mk WORK_HOME=/design/flow/orfs finish
==> ./design.v <==
module fifo_ns(wr_en, rd_en, state, data_count, next_state); 
  input wr_en, rd_en; 
  input[2:0] state; 
  input[3:0] data_count; 
  output reg[2:0] next_state; 
	 initial begin
		next_state=3'b000;
	 end
    always @(*) begin
        if (wr_en == 1'b1 && data_count !== 4'b1000) begin
            next_state = 3'b001;  
        end 
		  else if (rd_en == 1'b1 && data_count != 4'b0000) begin
            next_state = 3'b010;  
        end 
		  else if (wr_en == 1'b1 && data_count == 4'b1000) begin
            next_state = 3'b101;  
        end 
		  else if (rd_en == 1'b1 && data_count == 4'b0000) begin
            next_state = 3'b110;  
        end 
		  else if (wr_en == 1'b0 && rd_en == 1'b0) begin
            next_state = 3'b111;  
        end
		  else begin
			next_state<=state;
		  end
    end
endmodule
module fifo_out(state, data_count, full, empty, wr_ack, wr_err, rd_ack, rd_err);
  input[2:0] state;
  input[3:0] data_count;
  output reg full, empty, wr_ack, wr_err, rd_ack, rd_err;
    always @(*) begin
		wr_ack = 1'b0;
        wr_err = 1'b0;
        rd_ack = 1'b0;
        rd_err = 1'b0;
        full = 1'b0;
        empty = 1'b0;
		  case (state)
            3'b000, 3'b111: begin  
                wr_ack = 1'b0;
                wr_err = 1'b0;
                rd_ack = 1'b0;
                rd_err = 1'b0;
            end
            3'b001: begin  
                wr_ack = 1'b1;
                wr_err = 1'b0;
                rd_ack = 1'b0;
                rd_err = 1'b0;
            end
            3'b010: begin  
                wr_ack = 1'b0;
                wr_err = 1'b0;
                rd_ack = 1'b1;
                rd_err = 1'b0;
            end
            3'b101: begin  
                wr_ack = 1'b0;
                wr_err = 1'b1;
                rd_ack = 1'b0;
                rd_err = 1'b0;
            end
            3'b110: begin  
                wr_ack = 1'b0;
                wr_err = 1'b0;
                rd_ack = 1'b0;
                rd_err = 1'b1;
            end
        endcase
		  if (data_count == 4'b1000) begin  
            full = 1'b1;
        end
        if (data_count == 4'b0000) begin  
            empty = 1'b1;
        end
    end
endmodule
module fifo_cal(state, head, tail, data_count, we, re, next_head, next_tail, next_data_count);
  input[2:0] state, head, tail;
  input[3:0] data_count;
  output reg we, re;
  output reg[2:0] next_head, next_tail;
  output reg[3:0] next_data_count;
  always @(*) begin
	we=1'b0;
	re=1'b0;
	case (state)
		3'b001: begin 
			case (data_count)
				4'b1000: begin 
					next_head<=head;
					next_tail<=tail;
					next_data_count<=data_count;
					we=1'b0;
				end
				default: begin 
					next_head<=head;
					next_tail<=tail+1;
					next_data_count<=data_count+1;
					we=1'b1;
				end
			endcase
		end
		3'b010: begin 
			case (data_count)
				4'b0000: begin 
					next_head<=head;
					next_tail<=tail;
					next_data_count<=data_count;
					re=1'b0;
				end
				default: begin 
					next_head<=head+1;
					next_tail<=tail;
					next_data_count<=data_count-1;
					re=1'b1;
				end
			endcase
		end
		default: begin 
			next_head<=head;
			next_tail<=tail;
			next_data_count<=data_count;
		end
	 endcase
	end
endmodule
module _3to8_decoder(wAddr, out_decoder); 
	input[2:0] wAddr;
	output reg[7:0] out_decoder;
	always @(*) begin
		  out_decoder = 8'b00000000;
		  case (wAddr)
            3'b000: out_decoder = 8'b00000001;
            3'b001: out_decoder = 8'b00000010;
            3'b010: out_decoder = 8'b00000100;
            3'b011: out_decoder = 8'b00001000;
            3'b100: out_decoder = 8'b00010000;
            3'b101: out_decoder = 8'b00100000;
            3'b110: out_decoder = 8'b01000000;
            3'b111: out_decoder = 8'b10000000;
        endcase
	end
endmodule
module register_en(clk, en, d, q); 
	input clk, en;
	input [31:0] d;
	output reg[31:0] q;
  always @(posedge clk) begin 
		if(en==1'b1)
			q<=d;
		else
			q<=q;
	end
endmodule
module _8to1_mux_32bits(q0, q1, q2, q3, q4, q5, q6, q7, rAddr, rData, re); 
	input[31:0] q0, q1, q2, q3, q4, q5, q6, q7;
	input[2:0] rAddr;
  	input re;
	output reg[31:0] rData;
  always @(*) begin
    if(re==1'b1) begin 
		case(rAddr)
			3'b000: rData<=q0;
			3'b001: rData<=q1;
			3'b010: rData<=q2;
			3'b011: rData<=q3;
			3'b100: rData<=q4;
			3'b101: rData<=q5;
			3'b110: rData<=q6;
			3'b111: rData<=q7;
		endcase
    end
    else begin
      rData<=8'h00000000; 
    end
  end
endmodule
module register(wAddr, rAddr, wData, we, re, clk, rData);
  input [2:0] wAddr, rAddr; 
  input [31:0] wData; 
  input we, re, clk; 
  output [31:0] rData; 
	wire [7:0] out_decoder, en_register;
	wire[31:0] out_write[7:0];
	_3to8_decoder decoder_in_reg(wAddr, out_decoder);
	assign en_register[0]=we&out_decoder[0];
	assign en_register[1]=we&out_decoder[1];
	assign en_register[2]=we&out_decoder[2];
	assign en_register[3]=we&out_decoder[3];
	assign en_register[4]=we&out_decoder[4];
	assign en_register[5]=we&out_decoder[5];
	assign en_register[6]=we&out_decoder[6];
	assign en_register[7]=we&out_decoder[7];
	register_en reg0(clk, en_register[0], wData, out_write[0]);
	register_en reg1(clk, en_register[1], wData, out_write[1]);
	register_en reg2(clk, en_register[2], wData, out_write[2]);
	register_en reg3(clk, en_register[3], wData, out_write[3]);
	register_en reg4(clk, en_register[4], wData, out_write[4]);
	register_en reg5(clk, en_register[5], wData, out_write[5]);
	register_en reg6(clk, en_register[6], wData, out_write[6]);
	register_en reg7(clk, en_register[7], wData, out_write[7]);
  _8to1_mux_32bits mux_rData(out_write[0], out_write[1], out_write[2], out_write[3], out_write[4], out_write[5], out_write[6], out_write[7], rAddr, rData, re);
endmodule
module dff_r_3bits(clk, reset_n, d, q); 
	input clk,reset_n;
	input [2:0] d;
	output reg [2:0] q;
	always@(posedge clk or negedge reset_n)
	begin
      if(reset_n == 0) q <= 0; 
		else q <= d;
	end
endmodule
module dff_r_4bits(clk, reset_n, d, q); 
	input clk,reset_n;
	input [3:0] d;
	output reg [3:0] q;
	always@(posedge clk or negedge reset_n)
	begin
      if(reset_n == 0) q <= 0; 
		else q <= d;
	end
endmodule
module mux_2_32bits(A, B, S, Y);
	input S;
	input[31:0] A, B;
	output[31:0] Y;
  assign Y=(S==1'b0)?A:B; 
endmodule
module dff_r_32bits(clk, reset_n, d, q); 
	input clk,reset_n;
	input [31:0] d;
	output reg [31:0] q;
	always@(posedge clk or negedge reset_n)
	begin
      if(reset_n == 0) q <= 0; 
		else q <= d;
	end
endmodule
module fifo(clk, reset_n, rd_en, wr_en, d_in, d_out, full, empty, wr_ack, wr_err, rd_ack, rd_err, data_count, next_data_count); 
  input clk, reset_n, rd_en, wr_en;
  input[31:0] d_in;
  output full, empty, wr_ack, wr_err, rd_ack, rd_err;
  output[3:0] data_count, next_data_count;
  output[31:0] d_out;
  wire[2:0] state, head, tail, next_state, next_head, next_tail;
  wire we, re;
  wire[3:0] cal_data_count;
  wire[31:0] rData, reg_rData;
  fifo_ns Next_state_logic(wr_en, rd_en, state, data_count, next_state); 
  fifo_out Output_logic(state, data_count, full, empty, wr_ack, wr_err, rd_ack, rd_err); 
  fifo_cal Calculate_logic(next_state, head, tail, data_count, we, re, next_head, next_tail, next_data_count);
  register register_file(tail, head, d_in, we, re, clk, rData); 
  dff_r_3bits state_dff(clk, reset_n, next_state, state); 
  dff_r_4bits data_count_dff(clk, reset_n, next_data_count, data_count); 
  dff_r_3bits tail_dff(clk, reset_n, next_tail, tail); 
  dff_r_3bits head_dff(clk, reset_n, next_head, head); 
  mux_2_32bits mux_rData(32'b0, rData, re, reg_rData); 
  dff_r_32bits dout_dff(clk, reset_n, reg_rData, d_out); 
endmodule
==> ./config.mk <==
export PLATFORM = sky130hd
export DESIGN_NAME = fifo
export DESIGN_NICKNAME = fifo
export VERILOG_FILES = /design/flow/design.v
export SDC_FILE = /design/flow/constraint.sdc
export NUM_CORES = 4
export LEC_CHECK = 1
export CORE_UTILIZATION = 50
==> ./constraint.sdc <==
current_design fifo

set clk_period 5.4
set clk_io_pct 0.2

create_clock -name clk0 -period $clk_period [get_ports {clk}]

set non_clock_inputs [all_inputs -no_clocks]
set_input_delay [expr $clk_period * $clk_io_pct] -clock clk0 $non_clock_inputs
set_output_delay [expr $clk_period * $clk_io_pct] -clock clk0 [all_outputs]
==> flow_summary_export.csv <==
group,metric,value,unit
logic_synthesis,edf_count,256,
clock_network,clk_latency,0.53,ns
logic_synthesis,flop_cell,"edfxtp_1",
detailed_routing,vias_per_cell,6.03,
cells_and_area,final_area,0.0131,mm²
grt,grt_max_degree,66,
cells_and_area,area_growth,18.5,%
detailed_routing,wl,22900,µm
worst_setup_path,rr_endpoint,"register_file.reg6.q[22]",
die,row_count,54,
worst_setup_path,critical_path_class,"primary input to output port",
logic_synthesis,synth.top_cell.area_share,69.3,%
flow_run,tool_warnings,34,
die,die_y,151,µm
worst_setup_path,crit_chain,"clkdlybuf4s50_1 > or4b_1 > nor3_1 > a21oi_1 > o221ai_1 > clkdlybuf4s50_1",
placed_design,io_buffers,81,
logic_synthesis,yosysCellCount,612,
power,pwr-share-clk,27.8,%
power,p_seq_share,45.0,%
clock_network,cts_inserted_buffers,30,
worst_setup_path,slowest_stage,"clkdlybuf4s50_1",
detailed_routing,antenna_left,0,
power,p_leak,4.56,nW
worst_setup_path,max_stage_delay,0.64,ns
hold_path,hold-path-endpoint,"dout_dff.q[19]",
final_timing,hold_viol,0,
placed_design,hpwl,12400,µm
grt,grt_pass1_wl,34900,µm
logic_synthesis,avgSynthCellArea,18.1,µm²
detailed_routing,vias,6083,
logic_synthesis,yosysWarnings,10,
grt,antenna_found_initial,0,
cells_and_area,fillers,1572,
clock_network,cts_hold_buf,0,
hold_path,hold_path.class,"flop to flop",
worst_setup_path,critPathBufInv,2,
final_timing,setup_tns,0,ns
die,io_pins,82,
detailed_routing,diodes,0,
outcome,outcome,"complete, no violations",
final_timing,rsz0062_at_grt,"no",
cells_and_area,regArea,0.00884,mm²
cells_and_area,final_layout_top_logic_cell,"edfxtp_1",
clock_network,htreeDepth,1,
final_timing,max_freq,235,MHz
die,die_w,151,µm
final_timing,setup_viol,0,
detailed_routing,first_pass_iters,7,
clock_network,clk_pin_slew,0.06,ns
die,fp_util,51.0,%
cells_and_area,drive_gt1_share,13.7,%
flow_run,drv_cap,0,
logic_synthesis,syn_inst,612,
clock_network,cts_setup_buffers,0,
worst_setup_path,crit_family,"buffers and inverters",
power,p_sw_share,29.7,%
logic_synthesis,synth_chip_area,0.0111,mm²
placed_design,preCtsSetupSlack,1.15,ns
worst_setup_path,reg2reg_slack,2.48,ns
worst_setup_path,crit_path_end_kind,"output port",
worst_setup_path,cp-start-kind,"primary input",
hold_path,hold_path.startpoint,"register_file.reg0.q[19]",
power,switching_power,2.06,mW
logic_synthesis,synth_cell_types,39,
die,fp.coreArea,0.0218,mm²
grt,track_usage,23.4,%
detailed_routing,drtIter0Drc,347,
detailed_routing,drc,0,
worst_setup_path,arrival,3.17,ns
placed_design,placed_area,0.0122,mm²
clock_network,cts_tree,"done",
worst_setup_path,crit_top_cell,"clkdlybuf4s50_1",
grt,grt_pass1_vias,6384,
power,ir_drop,0.000296,V
final_timing,finalClockPeriodUsage,78.7,%
power,p_int,4.87,mW
logic_synthesis,synth_area,0.0111,mm²
worst_setup_path,critPathRequiredTime,4.32,ns
final_timing,final.min_clock_period,4.25,ns
cells_and_area,layout.area.comb,0.00201,mm²
final_timing,slew_viol_final,0,
logic_synthesis,area_leaders,"edfxtp_1 (69%), dfrtp_1 (10%), o221a_2 (2.4%), a221oi_1 (2.2%), a22o_1 (2.1%)",
final_timing,skew,0.00583,ns
power,powerDensity,527,mW/mm²
logic_synthesis,ys_ff,302,
final_timing,worst_slew_pin_slew,0.890,ns
worst_setup_path,rr_worst_depth,7,
cells_and_area,lay_top_cells,"edfxtp_1 (256), clkdlybuf4s50_1 (80), dfrtp_1 (46)",
worst_setup_path,cp_max_fo,8,
logic_synthesis,ys_seq_share,79.7,%
logic_synthesis,async_flop_share,15.2,%
clock_network,clock_sinks,302,
clock_network,cts_root_buffer,"clkbuf_16",
logic_synthesis,yosysTopAreaCell,"edfxtp_1",
die,chip_area,0.0228,mm²
worst_setup_path,r2r-start,"data_count_dff.q[0]",
grt,overflow,0,
hold_path,hold_path_depth,1,
final_timing,worst_slack,1.15,ns
detailed_routing,wl_per_cell,22.8,µm
clock_network,clock_path_buffers,3,
final_timing,slew_headroom,40.7,%
power,comb_power_share,27.2,%
placed_design,gp_congestion,0.856,
clock_network,cts_resized,0,
==> area by class of cell <==
class                           instances  area share [%]
Sequential cell                       302            67.3
Multi-Input combinational cell        258            15.3
Timing Repair Buffer                  100            7.22
Clock buffer                           38            6.26
Tap cell                              280            2.67
Clock inverter                         17           0.857
Inverter                               13           0.391
==> flip-flops by register name (all words and copies together) (netlist names) <==
signal                flops
tail_dff.q                3
register_file.reg1.q     32
head_dff.q                3
register_file.reg7.q     32
register_file.reg5.q     32
register_file.reg3.q     32
register_file.reg0.q     32
register_file.reg4.q     32
register_file.reg6.q     32
data_count_dff.q          4
dout_dff.q               32
state_dff.q               4
register_file.reg2.q     32
==> logic make-up after synthesis <==
kind of cell / after synthesis / synth area share (%)
AND-OR/OR-AND: 174 / 13.2
multiplexers: 5 / 0.508
AND/OR/NAND/NOR: 62 / 2.60
flip-flops: 302 / 79.7
adder cells (fa/ha/maj): 14 / 1.58
buffers and inverters: 52 / 2.19
XOR/XNOR: 3 / 0.237
==> power groups by stage <==
stage / sequential [mW] / clock (mW) / combinational (mW)
4_1_cts: 3.12 / 1.97 / 1.91
5_1_grt: 3.16 / 2.07 / 2.09
6_report: 3.12 / 1.93 / 1.89
==> how the worst max path moves through the flow <==
stage | cells past startpoint | from | endpoint | slack [ns]
finish | 6 | rd_en | next_data_count[3] | 1.15
global route | 6 | rd_en | next_data_count[3] | 1.06
CTS | 6 | rd_en | next_data_count[3] | 1.14
==> Yosys cell counts, types with 2 or more instances <==
master / number
xnor2_1: 3
a22o_1: 27
edfxtp_1: 256
o221ai_1: 2
buf_6: 3
a22oi_1: 25
nor3_1: 2
nand3_1: 2
inv_1: 11
buf_2: 17
and3_1: 9
a21oi_1: 3
o211a_1: 4
nor2_1: 10
clkbuf_1: 17
a31oi_1: 25
and2_1: 2
a221o_1: 4
a222oi_1: 8
o21ai_0: 13
a221oi_1: 28
o221a_2: 24
ha_1: 14
dfrtp_1: 46
mux2_2: 5
nand2_1: 32
a211oi_1: 8
==> routing by layer <==
layer	wire length [µm]	track usage [%]	share of wire, %	vias up
met3	2960	13.1	13	38
met4	484	3.90	2.1	0
li1	-	-	-	2712
met2	10800	34.2	47	378
met1	8720	34.5	38	2955
met5	0	1.14	0	-
==> stage by stage <==
step           hold slack [ns]  utilization [%]  total power, mW  instances
3_5_place_dp             0.491             56.1             5.07        953
6_report                 0.501             60.4             6.93       1008
5_1_grt                  0.511             60.4             7.32       1008
2_1_floorplan            0.472                -             4.23        612
3_3_place_gp             0.486             56.1             5.02        953
4_1_cts                  0.505             60.4             7.00       1008
No activity file was given, so power comes from the tool's default toggle rates.
