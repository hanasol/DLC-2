### flow/run.sh
#!/bin/bash
# OpenROAD 26Q1-2900-gdf79404cd8, Yosys 0.63+post, stock flow scripts
make -C /OpenROAD-flow-scripts/flow DESIGN_CONFIG=/design/flow/config.mk WORK_HOME=/design/flow/orfs finish
### flow/config.mk
export PLATFORM = sky130hd
export DESIGN_NAME = bus
export DESIGN_NICKNAME = bus
export VERILOG_FILES = /design/flow/design.v
export SDC_FILE = /design/flow/constraint.sdc
export NUM_CORES = 4
export LEC_CHECK = 1
export CORE_AREA = 10 10 186 186
export DIE_AREA = 0 0 196 196
### flow/constraint.sdc
current_design bus

set clk_period 5.1
set clk_io_pct 0.2

create_clock -name clk0 -period $clk_period [get_ports {clk}]

set non_clock_inputs [all_inputs -no_clocks]
set_input_delay [expr $clk_period * $clk_io_pct] -clock clk0 $non_clock_inputs
set_output_delay [expr $clk_period * $clk_io_pct] -clock clk0 [all_outputs]
### flow/design.v
module Address_dec(input_addr, S_sel);
	input[7:0] input_addr;
	output reg[7:0] S_sel;
	always@ (*) begin
		if(input_addr[7:5]==3'b000) begin
			S_sel=8'b00000001;
		end
		else if(input_addr[7:5]==3'b001) begin
			S_sel=8'b00000010;
		end
		else if(input_addr[7:5]==3'b010) begin
			S_sel=8'b00000100;
		end
		else if(input_addr[7:5]==3'b011) begin
			S_sel=8'b00001000;
		end
		else if(input_addr[7:5]==3'b100) begin
			S_sel=8'b00010000;
		end
		else if(input_addr[7:5]==3'b101) begin
			S_sel=8'b00100000;
		end
		else if(input_addr[7:5]==3'b110) begin
			S_sel=8'b01000000;
		end
		else if(input_addr[7:5]==3'b111) begin
			S_sel=8'b10000000;
		end
		else begin
			S_sel=8'b00000000;
		end
	end
endmodule
module _1bit_mux_3(m0_wr, m1_wr, m2_wr, m0_grant, m1_grant, m2_grant, S_wr);
	input m0_wr, m1_wr, m2_wr, m0_grant, m1_grant, m2_grant;
	output reg S_wr;
	always@ (*) begin
		if(m0_grant==1) begin 
			S_wr=m0_wr;
		end
		else if(m1_grant==1) begin 
			S_wr=m1_wr;
		end
		else if(m2_grant==1) begin 
			S_wr=m2_wr;
		end
	end
endmodule
module _32bits_mux_3(m0_dout, m1_dout, m2_dout, m0_grant, m1_grant, m2_grant, S_din);
	input m0_grant, m1_grant, m2_grant;
	input[31:0] m0_dout, m1_dout, m2_dout;
	output reg[31:0] S_din;
	always@ (*) begin
		if(m0_grant==1) begin 
			S_din=m0_dout;
		end
		else if(m1_grant==1) begin 
			S_din=m1_dout;
		end
		else if(m2_grant==1) begin 
			S_din=m2_dout;
		end
	end
endmodule
module _3_to_8_mux_32bits(s0_dout, s1_dout, s2_dout, s3_dout, s4_dout, s5_dout, s6_dout, s7_dout, s, m_din);
	input[31:0] s0_dout, s1_dout, s2_dout, s3_dout, s4_dout, s5_dout, s6_dout, s7_dout;
	input[2:0] s;
	output reg[31:0] m_din;
	always@ (*) begin
		if(s==3'b000) begin
			m_din=s0_dout;
		end
		else if(s==3'b001) begin
			m_din=s1_dout;
		end
		else if(s==3'b010) begin
			m_din=s2_dout;
		end
		else if(s==3'b011) begin
			m_din=s3_dout;
		end
		else if(s==3'b100) begin
			m_din=s4_dout;
		end
		else if(s==3'b101) begin
			m_din=s5_dout;
		end
		else if(s==3'b110) begin
			m_din=s6_dout;
		end
		else if(s==3'b111) begin
			m_din=s7_dout;
		end
		else begin
			m_din=32'b00000000;
		end
	end
endmodule
module _8bits_mux_3(m0_address, m1_address, m2_address, m0_grant, m1_grant, m2_grant, in_Address);
	input m0_grant, m1_grant, m2_grant;
	input [7:0] m0_address, m1_address, m2_address;
	output reg[7:0] in_Address;
	always@(*) begin
		if(m0_grant==1) begin 
			in_Address=m0_address;
		end
		else if(m1_grant==1) begin 
			in_Address=m1_address;
		end
		else if(m2_grant==1) begin 
			in_Address=m2_address;
		end
	end
endmodule
module arbiter(clk, reset_n, m0_req, m1_req, m2_req, m0_grant, m1_grant, m2_grant);
	input clk, reset_n, m0_req, m1_req, m2_req;
	output reg m0_grant, m1_grant, m2_grant;
	always@ (posedge clk) begin
		if(reset_n==0) begin 
			m0_grant=1;
			m1_grant=0;
			m2_grant=0;
		end
		else if(m0_req==1) begin 
			m0_grant=1;
			m1_grant=0;
			m2_grant=0;
		end
		else if(m0_req==0&&m1_req==1) begin 
			m0_grant=0;
			m1_grant=1;
			m2_grant=0;
		end
		else if(m0_req==0&&m1_req==0&&m2_req==1) begin 
			m0_grant=0;
			m1_grant=0;
			m2_grant=1;
		end
		else begin
			m0_grant=1;
			m1_grant=0;
			m2_grant=0;
		end
	end
endmodule
module bus(clk, reset_n, m0_req, m0_wr, m0_address, m0_dout, m1_req, m1_wr, m1_address, m1_dout, m2_req, m2_wr, m2_address, m2_dout
, s0_dout, s1_dout, s2_dout, s3_dout, s4_dout, s5_dout, s6_dout, s7_dout, m0_grant, m1_grant, m2_grant, m_din, s_sel, s_address, s_wr, s_din);
	input clk, reset_n;
	input m0_req, m0_wr, m1_req, m1_wr, m2_req, m2_wr;
	input[7:0] m0_address, m1_address, m2_address;
	input[31:0] m0_dout, m1_dout, m2_dout;
	input[31:0] s0_dout, s1_dout, s2_dout, s3_dout, s4_dout, s5_dout, s6_dout, s7_dout;
	output m0_grant, m1_grant, m2_grant, s_wr;
	output[31:0] m_din, s_din;
	output[7:0] s_sel, s_address;
	wire[7:0] input_Address_decoder;
	wire[2:0] input_dff_3bits;
	wire[2:0] output_dff_3bits;
	arbiter Arbiter(clk, reset_n, m0_req, m1_req, m2_req, m0_grant, m1_grant, m2_grant); 
	_1bit_mux_3 mux1(m0_wr, m1_wr, m2_wr, m0_grant, m1_grant, m2_grant, s_wr); 
	_32bits_mux_3 mux3(m0_dout, m1_dout, m2_dout, m0_grant, m1_grant, m2_grant, s_din); 
	_8bits_mux_3 mux2(m0_address, m1_address, m2_address, m0_grant, m1_grant, m2_grant, input_Address_decoder); 
	_8bits_mux_3 mux4(m0_address, m1_address, m2_address, m0_grant, m1_grant, m2_grant, s_address); 
	Address_dec Address_decoder(input_Address_decoder, s_sel); 
	encoder_8bits encoder(s_sel, input_dff_3bits); 
	dff_3bits dff(clk, reset_n, input_dff_3bits, output_dff_3bits); 
	_3_to_8_mux_32bits mux_32bits(s0_dout, s1_dout, s2_dout, s3_dout, s4_dout, s5_dout, s6_dout, s7_dout, output_dff_3bits, m_din);
endmodule
module dff_3bits(clk, reset_n, d, q);
	input clk, reset_n;
	input[2:0] d;
	output reg[2:0]q;
	always@ (posedge clk) begin
		if(reset_n==0) begin
			q<=0;
		end
		else begin
			q<=d;
		end
	end
endmodule
module encoder_8bits(in, out_encod);
	input[7:0] in;
	output reg[2:0] out_encod;
	always@ (*) begin
		if(in==8'b00000001) begin
			out_encod=3'b000;
		end
		else if(in==8'b00000010) begin
			out_encod=3'b001;
		end
		else if(in==8'b00000100) begin
			out_encod=3'b010;
		end
		else if(in==8'b00001000) begin
			out_encod=3'b011;
		end
		else if(in==8'b00010000) begin
			out_encod=3'b100;
		end
		else if(in==8'b00100000) begin
			out_encod=3'b101;
		end
		else if(in==8'b01000000) begin
			out_encod=3'b110;
		end
		else if(in==8'b10000000) begin
			out_encod=3'b111;
		end
	end
endmodule
==> Slide: Implementation Results <==
Flow Results at a Glance

CTS
  – Cell at the root of the clock tree: sky130_fd_sc_hd__clkbuf_16
  – Hold-fix buffers, CTS: 0
  – Clock-pin slew on the worst setup and hold paths: 0.04 ns
  – Post CTS Setup Buffer Count: 0
  – H-tree Lvls: 1
  – Clock tree from TritonCTS: built
  – Clock buffer depth: 2
  – Number of buffers created by CTS: 3
  – Post-CTS sizing: 0

Final timing
  – Worst Tran Pin Value: 0.762 ns
  – Final Hold Vio Count: 0
  – Number of unconstrained endpoints: 93
  – Count of unclocked register or latch pins: 44
  – Setup Total Neg Slack: 0 ns
  – Max frequency: 239 MHz
  – Final max-slew violation count: 0
  – Total setup violations reported at the end of the flow: 0
  – Setup repair after global routing missed its margin: no
  – Worst relative slew slack: 0.492
  – Post-layout period usage of the worst path: 0.821
  – Time the worst path needs with I/O delays and setup: 4.19 ns

Detailed routing
  – DR DRC count: 0
  – Average routed wire per standard cell: 19.5 um
  – Vias after detailed routing: 5,839
  – Total Routed Length: 27,400 um
  – Detailed Route Iter0 Violations: 260
  – Detail-routed via count per cell: 4.16
  – Antenna fix cells: 0
  – Number of search-and-repair iterations in the first detailed-routing pass: 4
  – Remaining antenna violation count: 0

Layout
  – Flop area: 795 sq um
  – Synthesis-to-layout area growth: 119%
  – Most frequent logic cell in the layout: sky130_fd_sc_hd__clkdlybuf4s50_1
  – Area used by multi-input combinational logic: 3200 sq um
  – Fraction of final layout cells with drive strength greater than 1: 0.0675
  – Filler cells: 3,229
  – Commonest cells after routing, fill and taps aside: 467 x sky130_fd_sc_hd__clkdlybuf4s50_1, 103 x sky130_fd_sc_hd__nand2_1, 85 x sky130_fd_sc_hd__mux2i_1

Yosys
  – Synth unique cells: 33
  – Synthesis warning total: 8
  – Flip-flop and latch count after synthesis: 50
  – Number of standard cells reported by yosys: 580
  – Synth Cell Area: 4260 sq um
  – Syn Inst Count: 580
  – Post-Synthesis Mean Instance Area: 7.35 sq um
  – Yosys-reported design area after synthesis: 4260 sq um

Floorplan
  – Fp util: 0.139
  – Placement row count: 64
  – Die width: 196 um
  – Total I/O pin count: 468
  – Chip Footprint: 38,400 sq um
  – Vert. Die Dim: 196 um
  – Core footprint: 30,600 sq um

Global route
  – Maximum number of pins on one net before global-route repair: 85
  – Antenna violations before repair: 3
  – Global-route wire length before repair: 38,500 um
  – Global route total overflow: 0
  – Total global-route track usage: 0.132
  – Via count of the first global-routing pass: 6,105

Power and ir drop
  – Total Power Consumption: 785 uW
  – Largest vdd supply drop: 0.0895 mV
  – Cell leakage power: 0.00349 uW
  – Ratio of total power to cell area: 84.0 nW/um^2

Run
  – Number of maximum-capacitance constraint violations: 0
  – Tool warnings: 25

Critical path
  – Type of the setup path with the least slack: register to output pin
  – Critical-path cell list: buf_4, mux2i_1, a211oi_2, buf_4, o22a_1, clkdlybuf4s50_1
  – Maximum fanout encountered on the critical timing path: 45
  – Worst endpoint data arrival time: 3.17 ns
  – Worst Path Required: 4.08 ns
  – Cell repeated most along the worst path: sky130_fd_sc_hd__buf_4
  – Slowest cell delay on critical path: 0.67 ns
  – Startpoint types: register
  – Setup crit end kind: output pin
  – Critical path's slowest cell: sky130_fd_sc_hd__mux2i_1

Placed design
  – # port buffers: 467
  – Final weighted congestion in routability-driven placement: 0.880
  – Half-perimeter wire length of the detailed placement result: 23,800 um

Min path
  – Worst hold path class: input pin to register

Run status
  – Result of the run: finished clean
## per-stage QoR
step                       util  area [sq um]  instances  hold WS, ns  worst slack [ns]
after floorplan               -          4270        582         1.12              2.37
after global routing      0.306          9350       1403         1.41             0.655
after CTS                 0.306          9350       1403         1.39             0.685
after detailed placement  0.303          9270       1399         1.63             0.904
final                     0.306          9350       1403         1.39             0.912
after global placement    0.303          9270       1399         1.61             0.884
## registers in the layout, summed over array words and instances, names as in the netlist
signal,count
dff.q,3
Arbiter.m2_grant,1
mux1.S_wr,1
Arbiter.m0_grant,1
Arbiter.m1_grant,1
encoder.out_encod,3
mux3.S_din,32
mux4.in_Address,8
## cells by family (layout without fill, tap and decap cells)
family | Yosys count | after routing | synth area share
and+or+nand+nor | 183 | 183 | 0.183
DFF | 6 | 6 | 0.0282
buffers and inverters | 59 | 484 | 0.0707
muxes | 130 | 130 | 0.355
other | 1 | 3 | 0.000880
AOI/OAI and AO/OA | 157 | 157 | 0.208
latches | 44 | 44 | 0.155
## cell usage after synthesis
| master | count | area share |
|---|---|---|
| sky130_fd_sc_hd__nand2_1 | 103 | 0.091 |
| sky130_fd_sc_hd__mux2i_1 | 85 | 0.20 |
| sky130_fd_sc_hd__o21ai_0 | 73 | 0.086 |
| sky130_fd_sc_hd__dlxtn_1 | 44 | 0.15 |
| sky130_fd_sc_hd__nor2_1 | 37 | 0.033 |
| sky130_fd_sc_hd__a21oi_1 | 30 | 0.035 |
| sky130_fd_sc_hd__mux2_2 | 30 | 0.079 |
| sky130_fd_sc_hd__clkbuf_1 | 26 | 0.023 |
| sky130_fd_sc_hd__buf_2 | 24 | 0.028 |
| sky130_fd_sc_hd__o22ai_1 | 21 | 0.031 |
| sky130_fd_sc_hd__nand3_1 | 15 | 0.018 |
| sky130_fd_sc_hd__a31oi_1 | 14 | 0.021 |
| sky130_fd_sc_hd__mux4_2 | 13 | 0.069 |
| sky130_fd_sc_hd__nor3_1 | 12 | 0.014 |
| sky130_fd_sc_hd__a211oi_1 | 7 | 0.012 |
| sky130_fd_sc_hd__a22oi_1 | 7 | 0.012 |
| sky130_fd_sc_hd__dfxtp_1 | 6 | 0.028 |
| sky130_fd_sc_hd__nor3b_1 | 5 | 0.0088 |
| sky130_fd_sc_hd__and2_1 | 4 | 0.0059 |
| sky130_fd_sc_hd__o22a_1 | 4 | 0.0082 |
| sky130_fd_sc_hd__and3b_1 | 3 | 0.0062 |
| sky130_fd_sc_hd__buf_4 | 3 | 0.0053 |
| sky130_fd_sc_hd__buf_6 | 3 | 0.0079 |
| sky130_fd_sc_hd__mux2_4 | 2 | 0.0070 |
| sky130_fd_sc_hd__a2111o_1 | 1 | 0.0026 |
| sky130_fd_sc_hd__and3_1 | 1 | 0.0015 |
| sky130_fd_sc_hd__buf_1 | 1 | 0.00088 |
| sky130_fd_sc_hd__buf_12 | 1 | 0.0047 |
| sky130_fd_sc_hd__clkinv_1 | 1 | 0.00088 |
| sky130_fd_sc_hd__conb_1 | 1 | 0.00088 |
| sky130_fd_sc_hd__nand4_1 | 1 | 0.0015 |
| sky130_fd_sc_hd__nor2b_1 | 1 | 0.0015 |
| sky130_fd_sc_hd__or3_4 | 1 | 0.0026 |
## final timing paths
| check | start | end | slack (ns) | cells past startpoint |
|---|---|---|---|---|
| setup / recovery | dff.q[1] | m_din[27] | 0.91 | 6 |
| hold / removal | m0_req | Arbiter.m0_grant | 1.39 | 3 |
## layout make-up
cell class                      instances  area share
Tap cell                              396      0.0530
Inverter                                1    0.000402
Sequential cell                        50      0.0850
Timing Repair Buffer                  479       0.511
Clock buffer                            4     0.00843
Multi-Input combinational cell        473       0.342
## critical path: cells and delay by family (launching register included)
family                 cells  cell delay (ns)
buffers and inverters      3             1.17
muxes                      1             0.67
DFF                        1             0.62
AOI/OAI and AO/OA          2             0.40
## report_power, final
group          leakage [uW]  switching (uW)  internal (uW)  total [uW]
clock             0.0000382            33.5            104         138
sequential         0.000407            14.1           71.1        85.2
combinational       0.00305             164            398         562
## routing by layer
metal | global-route usage | share of wire
met5 | 0 | 0.00048
met4 | 0.0161 | 0.014
met3 | 0.0518 | 0.11
met2 | 0.241 | 0.51
met1 | 0.144 | 0.37
Power and IR drop assume default switching activity.
